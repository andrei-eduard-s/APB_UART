### ./design.v
module uart_apb_dut(pclk, preset_n, paddr, psel, penable, pwrite, pwdata, prdata, pready, uart_rx, uart_tx, int_o);
    input              pclk;        
    input              preset_n;    
    input       [3:0]  paddr;       
    input              psel;        
    input              penable;     
    input              pwrite;      
    input       [7:0]  pwdata;      
    output reg  [7:0]  prdata;      
    output reg         pready;      
    input              uart_rx;     
    output reg         uart_tx;     
    output reg  [2:0]  int_o;        
    localparam TX_IDLE   = 3'b000,
               TX_START  = 3'b001,
               TX_DATA   = 3'b010,
               TX_PARITY = 3'b011,
               TX_STOP   = 3'b100;
    localparam RX_IDLE   = 3'b000,
               RX_START  = 3'b001,
               RX_DATA   = 3'b010,
               RX_PARITY = 3'b011,
               RX_STOP   = 3'b100,
               RX_SAVE   = 3'b101;
    localparam ADDR_CONFIG = 4'h0,
               ADDR_TX     = 4'h2,
               ADDR_RX     = 4'h3,
               ADDR_STATUS = 4'h4;
    parameter BAUD_DIV = 16;
    localparam FIFO_DEPTH = 16;
    reg [2:0] tx_state, rx_state;
    reg [7:0] tx_shift_reg, rx_shift_reg;
    reg [3:0] tx_bit_cnt, rx_bit_cnt;
    reg [15:0] baud_cnt, rx_baud_cnt;
    reg [3:0] rx_sample_cnt;
    reg [7:0] reg_config;
    reg [7:0] reg_rx;
    reg [7:0] fifo [0:FIFO_DEPTH-1];
    reg [3:0] wr_ptr, rd_ptr;
    reg [4:0] count;
    reg rx_valid, rx_overrun, tx_error;
    wire fifo_empty = (count == 0);
    wire fifo_full  = (count == FIFO_DEPTH-1);
    wire [3:0] data_bits = (reg_config[1:0]==2'b00)?5:
                           (reg_config[1:0]==2'b01)?6:
                           (reg_config[1:0]==2'b10)?7:8;
    always @(posedge pclk or negedge preset_n)
        if (!preset_n) pready <= 1'b0;
        else           pready <= 1'b1;
    always @(posedge pclk or negedge preset_n) begin
        if (!preset_n) begin
            reg_config <= 8'h00;
            reg_rx <= 8'h00;
            prdata <= 8'h00;
            rx_valid <= 1'b0;
            rx_overrun <= 1'b0;
            tx_error <= 1'b0;
            wr_ptr <= 0;
            rd_ptr <= 0;
            count <= 0;
        end else if (psel && penable) begin
            if (pwrite) begin
                case (paddr)
                    ADDR_CONFIG: reg_config <= pwdata;
                    ADDR_TX: begin
                        if (!fifo_full) begin
                            fifo[wr_ptr] <= pwdata;
                            wr_ptr <= wr_ptr + 1;
                            count  <= count + 1;
                        end
                    end
                    default: ;
                endcase
            end else begin
                case (paddr)
                    ADDR_CONFIG: prdata <= reg_config;
                    ADDR_TX:     prdata <= {7'd0, fifo_full};
                    ADDR_RX: begin
                        prdata <= reg_rx;
                        rx_valid   <= 1'b0;
                        rx_overrun <= 1'b0;
                    end
                    ADDR_STATUS: begin
                        prdata[0] <= fifo_empty;    
                        prdata[1] <= rx_valid;      
                        prdata[2] <= rx_overrun;    
                        prdata[3] <= tx_error;      
                        prdata[4] <= fifo_full;     
                        prdata[7:5] <= 3'b000;
                    end
                    default: prdata <= 8'h00;
                endcase
            end
        end
    end
    always @(posedge pclk or negedge preset_n) begin
        if (!preset_n) begin
            tx_state <= TX_IDLE;
            baud_cnt <= 0;
            tx_bit_cnt <= 0;
            uart_tx <= 1'b1;
        end else begin
            if (baud_cnt < BAUD_DIV-1)
                baud_cnt <= baud_cnt + 1;
            else begin
                baud_cnt <= 0;
                case (tx_state)
                    TX_IDLE: begin
                        uart_tx <= 1'b1;
                        if (!fifo_empty && rx_state==RX_IDLE) begin
                            tx_shift_reg <= fifo[rd_ptr];
                            rd_ptr <= rd_ptr + 1;
                            count <= count - 1;
                            tx_bit_cnt <= 0;
                            uart_tx <= 1'b0;
                            tx_state <= TX_START;
                        end
                    end
                    TX_START: tx_state <= TX_DATA;
                    TX_DATA: begin
                        uart_tx <= tx_shift_reg[0];
                        tx_shift_reg <= {1'b0, tx_shift_reg[7:1]};
                        tx_bit_cnt <= tx_bit_cnt + 1;
                        if (tx_bit_cnt == data_bits - 1)
                            tx_state <= reg_config[2] ? TX_PARITY : TX_STOP;
                    end
                    TX_PARITY: begin
                        tx_error <= 1'b0;
                        tx_state <= TX_STOP;
                    end
                    TX_STOP: begin
                        uart_tx <= 1'b1;
                        tx_state <= TX_IDLE;
                    end
                endcase
            end
        end
    end
    always @(posedge pclk or negedge preset_n) begin
        if (!preset_n) begin
            rx_state <= RX_IDLE;
            rx_bit_cnt <= 0;
            rx_baud_cnt <= 0;
            rx_sample_cnt <= 0;
            rx_valid <= 1'b0;
            rx_overrun <= 1'b0;
        end else begin
            case (rx_state)
                RX_IDLE: begin
                    if (uart_rx == 0 && tx_state == TX_IDLE) begin
                        rx_sample_cnt <= 0;
                        rx_state <= RX_START;
                    end
                end
                RX_START: begin
                    rx_sample_cnt <= rx_sample_cnt + 1;
                    if (rx_sample_cnt == BAUD_DIV/2) begin
                        if (uart_rx == 0) begin
                            rx_baud_cnt <= 0;
                            rx_bit_cnt <= 0;
                            rx_state <= RX_DATA;
                        end else begin
                            rx_state <= RX_IDLE;
                        end
                    end
                end
                RX_DATA: begin
                    if (rx_baud_cnt < BAUD_DIV - 1)
                        rx_baud_cnt <= rx_baud_cnt + 1;
                    else begin
                        rx_baud_cnt <= 0;
                        rx_shift_reg <= {rx_shift_reg[6:0], uart_rx};
                        rx_bit_cnt <= rx_bit_cnt + 1;
                        if (rx_bit_cnt == data_bits - 1)
                            rx_state <= reg_config[2] ? RX_PARITY : RX_STOP;
                    end
                end
                RX_PARITY: begin
                    rx_state <= RX_STOP;
                end
                RX_STOP: begin
                    if (rx_baud_cnt < BAUD_DIV - 1)
                        rx_baud_cnt <= rx_baud_cnt + 1;
                    else begin
                        rx_baud_cnt <= 0;
                        if (uart_rx == 1)
                            rx_state <= RX_SAVE;
                        else
                            rx_state <= RX_IDLE;
                    end
                end
                RX_SAVE: begin
                    if (rx_valid) begin
                        rx_overrun <= 1'b1;
                    end else begin
                        reg_rx <= rx_shift_reg;
                        rx_valid <= 1'b1;
                    end
                    rx_state <= RX_IDLE;
                end
            endcase
        end
    end
    always @(*) begin
        int_o[0] = fifo_full;     
        int_o[1] = rx_overrun;    
        int_o[2] = tx_error;      
    end
endmodule
### ./run.sh
#!/bin/bash
# OpenROAD 26Q1-2900-gdf79404cd8, Yosys 0.63+post, stock flow scripts
make -C /OpenROAD-flow-scripts/flow DESIGN_CONFIG=/design/flow/config.mk WORK_HOME=/design/flow/orfs finish
### ./config.mk
export PLATFORM = sky130hd
export DESIGN_NAME = uart_apb_dut
export DESIGN_NICKNAME = uart_apb_dut
export VERILOG_FILES = /design/flow/design.v
export SDC_FILE = /design/flow/constraint.sdc
export NUM_CORES = 4
export LEC_CHECK = 1
export CORE_UTILIZATION = 30
### ./constraint.sdc
current_design uart_apb_dut

set clk_period 2.9
set clk_io_pct 0.2

create_clock -name clk0 -period $clk_period [get_ports {pclk}]

set non_clock_inputs [all_inputs -no_clocks]
set_input_delay [expr $clk_period * $clk_io_pct] -clock clk0 $non_clock_inputs
set_output_delay [expr $clk_period * $clk_io_pct] -clock clk0 [all_outputs]
==> changes_impl.md <==
### Changed

- Status: aborted with a tool error
- Last stage: 1_2_yosys
- Run Error: ERROR: Found 5 problems in 'check -assert'.
- Seq/Total Area, Yosys: 0.587
- YS chip area: 4580 sq um
- Async S/R FF share, synth: 0.796
- Netlist cell types: 57
- Post-synth EDFFs: 21
- Ys cells: between 300 and 400
- Commonest flop: dfrtp_1
- Ys Warns: 2
- Registers, synthesis: just over 100
==> cell families after synthesis <==
family,count (synthesis),synth area share
buffers and inverters,34,0.0377
other,2,0.00164
DFF,103,0.587
AOI/OAI and AO/OA,74,0.106
adders and majority gates,12,0.0328
and+or+nand+nor,116,0.147
muxes,21,0.0569
xor gates and xnor gates,16,0.0306
==> cell usage after synthesis (3+ instances only) <==
library cell | count | area, sq um
a22o_1 | 7 | 61.3
mux2_2 | 8 | 90.1
nand4_1 | 7 | 43.8
buf_2 | 5 | 25.0
a32oi_1 | 3 | 26.3
dfstp_2 | 3 | 78.8
nor3_1 | 8 | 40.0
xnor2_1 | 9 | 78.8
nor2_1 | 11 | 41.3
a31oi_1 | 5 | 31.3
a21oi_1 | 16 | 80.1
mux2i_1 | 5 | 50.1
nor4_1 | 6 | 37.5
o31ai_1 | 5 | 37.5
nand2b_1 | 4 | 25.0
nand3_1 | 13 | 65.1
o21ai_0 | 20 | 100
buf_6 | 3 | 33.8
and3_1 | 6 | 37.5
or3_1 | 3 | 18.8
buf_4 | 4 | 30.0
xor2_1 | 7 | 61.3
a21o_1 | 5 | 37.5
inv_1 | 15 | 56.3
nor2b_1 | 5 | 31.3
nand3b_1 | 3 | 22.5
and2_1 | 9 | 56.3
ha_1 | 12 | 150
and4_1 | 5 | 43.8
dfrtp_1 | 79 | 1980
mux2_4 | 8 | 120
clkbuf_1 | 5 | 18.8
nand2_1 | 25 | 93.8
edfxtp_1 | 21 | 631
